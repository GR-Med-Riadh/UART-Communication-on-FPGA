`design/flow/run.sh`:
```
#!/bin/bash
# OpenROAD 26Q1-2900-gdf79404cd8, Yosys 0.63+post, stock flow scripts
make -C /OpenROAD-flow-scripts/flow DESIGN_CONFIG=/design/flow/config.mk WORK_HOME=/design/flow/orfs finish
```
`design/flow/config.mk`:
```
export PLATFORM = sky130hd
export DESIGN_NAME = UART
export DESIGN_NICKNAME = UART
export VERILOG_FILES = /design/flow/design.v
export SDC_FILE = /design/flow/constraint.sdc
export NUM_CORES = 4
export LEC_CHECK = 1
export CORE_UTILIZATION = 30
```
`design/flow/constraint.sdc`:
```
current_design UART

set clk_period 4.0
set clk_io_pct 0.2

create_clock -name clk0 -period $clk_period [get_ports {CLK}]

set non_clock_inputs [all_inputs -no_clocks]
set_input_delay [expr $clk_period * $clk_io_pct] -clock clk0 $non_clock_inputs
set_output_delay [expr $clk_period * $clk_io_pct] -clock clk0 [all_outputs]
```
`design/flow/design.v`:
```
module UART #
(
    parameter CLK_FREQ      = 50000000,
    parameter BAUD_RATE     = 115200,
    parameter PARITY_BIT    = "none",  
    parameter USE_DEBOUNCER = 1        
)
(
    input  wire CLK,
    input  wire RST,
    output wire UART_TXD,
    input  wire UART_RXD,
    input  wire [7:0] DIN,
    input  wire DIN_VLD,
    output wire DIN_RDY,
    output wire [7:0] DOUT,
    output wire DOUT_VLD,
    output wire FRAME_ERROR,
    output wire PARITY_ERROR
);
    localparam OS_CLK_DIV_VAL   = CLK_FREQ / (16*BAUD_RATE);
    localparam UART_CLK_DIV_VAL = CLK_FREQ / (OS_CLK_DIV_VAL*BAUD_RATE);
    wire os_clk_en;
    reg  uart_rxd_meta_n;
    reg  uart_rxd_synced_n;
    wire uart_rxd_debounced_n;
    wire uart_rxd_debounced;
    UART_CLK_DIV #(
        .DIV_MAX_VAL(OS_CLK_DIV_VAL),
        .DIV_MARK_POS(OS_CLK_DIV_VAL-1)
    ) os_clk_divider_i (
        .CLK(CLK),
        .RST(RST),
        .CLEAR(RST),
        .ENABLE(1'b1),
        .DIV_MARK(os_clk_en)
    );
    always @(posedge CLK) begin
        uart_rxd_meta_n   <= ~UART_RXD;
        uart_rxd_synced_n <= uart_rxd_meta_n;
    end
    generate
        if (USE_DEBOUNCER) begin
            UART_DEBOUNCER #(
                .LATENCY(4)
            ) debouncer_i (
                .CLK(CLK),
                .DEB_IN(uart_rxd_synced_n),
                .DEB_OUT(uart_rxd_debounced_n)
            );
        end else begin
            assign uart_rxd_debounced_n = uart_rxd_synced_n;
        end
    endgenerate
    assign uart_rxd_debounced = ~uart_rxd_debounced_n;
    UART_RX #(
        .CLK_DIV_VAL(UART_CLK_DIV_VAL),
        .PARITY_BIT(PARITY_BIT)
    ) uart_rx_i (
        .CLK(CLK),
        .RST(RST),
        .UART_CLK_EN(os_clk_en),
        .UART_RXD(uart_rxd_debounced),
        .DOUT(DOUT),
        .DOUT_VLD(DOUT_VLD),
        .FRAME_ERROR(FRAME_ERROR),
        .PARITY_ERROR(PARITY_ERROR)
    );
    UART_TX #(
        .CLK_DIV_VAL(UART_CLK_DIV_VAL),
        .PARITY_BIT(PARITY_BIT)
    ) uart_tx_i (
        .CLK(CLK),
        .RST(RST),
        .UART_CLK_EN(os_clk_en),
        .UART_TXD(UART_TXD),
        .DIN(DIN),
        .DIN_VLD(DIN_VLD),
        .DIN_RDY(DIN_RDY)
    );
endmodule
`timescale 1ns / 1ps
module UART_CLK_DIV #(
    parameter DIV_MAX_VAL  = 434,
    parameter DIV_MARK_POS = 1
)(
    input  wire CLK,        
    input  wire RST,        
    input  wire CLEAR,      
    input  wire ENABLE,     
    output reg  DIV_MARK    
);
    localparam CLK_DIV_WIDTH = $clog2(DIV_MAX_VAL);
    reg [CLK_DIV_WIDTH-1:0] clk_div_cnt;
    wire clk_div_cnt_mark;
    always @(posedge CLK) begin
        if (CLEAR) begin
            clk_div_cnt <= {CLK_DIV_WIDTH{1'b0}};
        end else if (ENABLE) begin
            if (clk_div_cnt == DIV_MAX_VAL-1)
                clk_div_cnt <= {CLK_DIV_WIDTH{1'b0}};
            else
                clk_div_cnt <= clk_div_cnt + 1'b1;
        end
    end
    assign clk_div_cnt_mark = (clk_div_cnt == DIV_MARK_POS) ? 1'b1 : 1'b0;
    always @(posedge CLK) begin
        DIV_MARK <= ENABLE & clk_div_cnt_mark;
    end
endmodule
`timescale 1ns / 1ps
module UART_DEBOUNCER #(
    parameter LATENCY = 4   
)(
    input  wire CLK,        
    input  wire DEB_IN,     
    output reg  DEB_OUT     
);
    localparam SHREG_DEPTH = LATENCY - 1;
    reg [SHREG_DEPTH-1:0] input_shreg;
    wire output_reg_rst;
    wire output_reg_set;
    integer i;
    always @(posedge CLK) begin
        input_shreg <= {input_shreg[SHREG_DEPTH-2:0], DEB_IN};
    end
    assign output_reg_rst = ~(DEB_IN | |input_shreg);
    assign output_reg_set = DEB_IN & &input_shreg;
    always @(posedge CLK) begin
        if (output_reg_rst)
            DEB_OUT <= 1'b0;
        else if (output_reg_set)
            DEB_OUT <= 1'b1;
    end
endmodule
`timescale 1ns / 1ps
module UART_RX #(
    parameter CLK_DIV_VAL = 434,
    parameter PARITY_BIT  = "none"   
)(
    input  wire CLK,           
    input  wire RST,           
    input  wire UART_CLK_EN,   
    input  wire UART_RXD,      
    output reg  [7:0] DOUT,    
    output reg  DOUT_VLD,      
    output reg  FRAME_ERROR,   
    output reg  PARITY_ERROR   
);
    reg [2:0] rx_bit_count;
    reg [7:0] rx_data;
    reg rx_parity_bit;
    reg rx_parity_error;
    reg fsm_idle, fsm_databits, fsm_stopbit;
    localparam [2:0] IDLE     = 3'b000;
    localparam [2:0] STARTBIT = 3'b001;
    localparam [2:0] DATABITS = 3'b010;
    localparam [2:0] PARITYBIT= 3'b011;
    localparam [2:0] STOPBIT  = 3'b100;
    reg [2:0] fsm_pstate, fsm_nstate;
    reg [15:0] clk_div_cnt;
    wire rx_clk_en;
    always @(posedge CLK) begin
        if (RST)
            clk_div_cnt <= 0;
        else if (clk_div_cnt == CLK_DIV_VAL-1)
            clk_div_cnt <= 0;
        else
            clk_div_cnt <= clk_div_cnt + 1;
    end
    assign rx_clk_en = (clk_div_cnt == 0);
    always @(posedge CLK) begin
        if (RST)
            rx_bit_count <= 3'b0;
        else if (rx_clk_en && fsm_databits) begin
            if (rx_bit_count == 3'b111)
                rx_bit_count <= 3'b0;
            else
                rx_bit_count <= rx_bit_count + 1'b1;
        end
    end
    always @(posedge CLK) begin
        if (rx_clk_en && fsm_databits)
            rx_data <= {UART_RXD, rx_data[7:1]};
    end
    always @(posedge CLK) begin
        if (rx_clk_en) begin
            case (PARITY_BIT)
                "even":  rx_parity_bit <= ^rx_data;   
                "odd":   rx_parity_bit <= ~(^rx_data);
                "mark":  rx_parity_bit <= 1'b1;
                "space": rx_parity_bit <= 1'b0;
                default: rx_parity_bit <= 1'b0;
            endcase
            if (PARITY_BIT != "none")
                rx_parity_error <= rx_parity_bit ^ UART_RXD;
            else
                rx_parity_error <= 1'b0;
        end
    end
    always @(posedge CLK) begin
        if (RST)
            fsm_pstate <= IDLE;
        else
            fsm_pstate <= fsm_nstate;
    end
    always @(*) begin
        fsm_idle     = 0;
        fsm_databits = 0;
        fsm_stopbit  = 0;
        fsm_nstate   = fsm_pstate;
        case (fsm_pstate)
            IDLE: begin
                fsm_idle = 1;
                if (UART_RXD == 0)
                    fsm_nstate = STARTBIT;
            end
            STARTBIT: begin
                if (rx_clk_en)
                    fsm_nstate = DATABITS;
            end
            DATABITS: begin
                fsm_databits = 1;
                if (rx_clk_en && rx_bit_count == 3'b111)
                    fsm_nstate = (PARITY_BIT == "none") ? STOPBIT : PARITYBIT;
            end
            PARITYBIT: begin
                if (rx_clk_en)
                    fsm_nstate = STOPBIT;
            end
            STOPBIT: begin
                fsm_stopbit = 1;
                if (rx_clk_en)
                    fsm_nstate = IDLE;
            end
        endcase
    end
    wire rx_done = rx_clk_en && fsm_stopbit;
    always @(posedge CLK) begin
        if (RST) begin
            DOUT         <= 0;
            DOUT_VLD     <= 0;
            FRAME_ERROR  <= 0;
            PARITY_ERROR <= 0;
        end else begin
            DOUT         <= rx_data;
            DOUT_VLD     <= rx_done && !rx_parity_error && UART_RXD;
            FRAME_ERROR  <= rx_done && !UART_RXD;
            PARITY_ERROR <= rx_done && rx_parity_error;
        end
    end
endmodule
`timescale 1ns / 1ps
module UART_TX #(
    parameter CLK_DIV_VAL = 434,
    parameter PARITY_BIT  = "none"   
)(
    input  wire CLK,           
    input  wire RST,           
    input  wire UART_CLK_EN,   
    output reg  UART_TXD,      
    input  wire [7:0] DIN,     
    input  wire DIN_VLD,       
    output wire DIN_RDY        
);
    reg [2:0] tx_bit_count;
    reg [7:0] tx_data;
    reg tx_bit_count_en;
    reg tx_ready;
    reg tx_parity_bit;
    reg [1:0] tx_data_out_sel;
    reg tx_clk_div_clr;
    localparam [2:0] IDLE     = 3'b000;
    localparam [2:0] TXSYNC   = 3'b001;
    localparam [2:0] STARTBIT = 3'b010;
    localparam [2:0] DATABITS = 3'b011;
    localparam [2:0] PARITYBIT= 3'b100;
    localparam [2:0] STOPBIT  = 3'b101;
    reg [2:0] tx_pstate, tx_nstate;
    assign DIN_RDY = tx_ready;
    reg [15:0] clk_div_cnt;
    wire tx_clk_en;
    always @(posedge CLK) begin
        if (RST)
            clk_div_cnt <= 0;
        else if (clk_div_cnt == CLK_DIV_VAL-1)
            clk_div_cnt <= 0;
        else if (UART_CLK_EN)
            clk_div_cnt <= clk_div_cnt + 1;
    end
    assign tx_clk_en = (clk_div_cnt == 0);
    always @(posedge CLK) begin
        if (DIN_VLD && tx_ready)
            tx_data <= DIN;
    end
    always @(posedge CLK) begin
        if (RST)
            tx_bit_count <= 3'b0;
        else if (tx_bit_count_en && tx_clk_en) begin
            if (tx_bit_count == 3'b111)
                tx_bit_count <= 3'b0;
            else
                tx_bit_count <= tx_bit_count + 1'b1;
        end
    end
    always @(*) begin
        case (PARITY_BIT)
            "even":  tx_parity_bit = ^tx_data;    
            "odd":   tx_parity_bit = ~(^tx_data);
            "mark":  tx_parity_bit = 1'b1;
            "space": tx_parity_bit = 1'b0;
            default: tx_parity_bit = 1'b0;
        endcase
    end
    always @(posedge CLK) begin
        if (RST)
            UART_TXD <= 1'b1;
        else begin
            case (tx_data_out_sel)
                2'b01: UART_TXD <= 1'b0;              
                2'b10: UART_TXD <= tx_data[tx_bit_count];  
                2'b11: UART_TXD <= tx_parity_bit;     
                default: UART_TXD <= 1'b1;            
            endcase
        end
    end
    always @(posedge CLK) begin
        if (RST)
            tx_pstate <= IDLE;
        else
            tx_pstate <= tx_nstate;
    end
    always @(*) begin
        tx_ready        = 0;
        tx_data_out_sel = 2'b00;
        tx_bit_count_en = 0;
        tx_clk_div_clr  = 0;
        tx_nstate       = tx_pstate;
        case (tx_pstate)
            IDLE: begin
                tx_ready        = 1;
                tx_data_out_sel = 2'b00;
                tx_bit_count_en = 0;
                tx_clk_div_clr  = 1;
                if (DIN_VLD)
                    tx_nstate = TXSYNC;
            end
            TXSYNC: begin
                tx_ready = 0;
                if (tx_clk_en)
                    tx_nstate = STARTBIT;
            end
            STARTBIT: begin
                tx_ready        = 0;
                tx_data_out_sel = 2'b01;
                if (tx_clk_en)
                    tx_nstate = DATABITS;
            end
            DATABITS: begin
                tx_ready        = 0;
                tx_data_out_sel = 2'b10;
                tx_bit_count_en = 1;
                if (tx_clk_en && tx_bit_count == 3'b111)
                    tx_nstate = (PARITY_BIT == "none") ? STOPBIT : PARITYBIT;
            end
            PARITYBIT: begin
                tx_ready        = 0;
                tx_data_out_sel = 2'b11;
                if (tx_clk_en)
                    tx_nstate = STOPBIT;
            end
            STOPBIT: begin
                tx_ready = 1;
                if (DIN_VLD)
                    tx_nstate = TXSYNC;
                else if (tx_clk_en)
                    tx_nstate = IDLE;
            end
        endcase
    end
endmodule
```
==> results.sh <==
# yosys + openroad results
export IMPL_clock_sinks=86
export IMPL_tool_warnings=28
export IMPL_numCtsBuffers=9
export IMPL_slew_violations=0
export IMPL_post_place_ws_ns=1.743
export IMPL_ys_area_um2=3331
export IMPL_io_pins=25
export IMPL_cts_buffer_depth=2
export IMPL_ys_seq_share_pct=56.50
export IMPL_fmax_mhz=456.3
export IMPL_postSynthAreaPerCell_um2=10.19
export IMPL_cp_required_ns=3.20
export IMPL_ys_warn_count=5
export IMPL_ys_flop_type="dfxtp_1"
export IMPL_hp_class="reg -> reg"
export IMPL_track_usage_pct=10.95
export IMPL_cts_resized=0
export IMPL_die_area_um2=11530
export IMPL_clock_root_buffer="clkbuf_8"
export IMPL_peakVddDrop_v=0.0002322
export IMPL_rsz0062_at_grt="false"
export IMPL_synth_flop_count=86
export IMPL_cap_viol_max_count=0
export IMPL_routed_wl_um=5617
export IMPL_die_w_um=107.4
export IMPL_highest_layer="met4"
export IMPL_gp_congestion=0.7771
export IMPL_first_pass_iters=4
export IMPL_clk_pin_slew_ns=0.08
export IMPL_vias_per_cell=4.511
export IMPL_die_h_um=107.4
export IMPL_drcViolationCount=0
export IMPL_antenna_found_initial=0
export IMPL_min_period_over_period_pct=54.79
export IMPL_total_leakage_power_nw=1.316
export IMPL_min_period_ns=2.192
export IMPL_post_cts_setup_buffers=0
export IMPL_pwr_density_cell_nw_per_um2=399.1
export IMPL_fp_utilization_pct=30.72
export IMPL_async_reset_ff_share_pct=0
export IMPL_path_class="reg -> out"
export IMPL_dpl_hpwl_um=3810
export IMPL_port_buffers=23
export IMPL_grt_overflow_total=0
export IMPL_layout_setup_ws_ns=1.808
export IMPL_drtIter0Drc=99
export IMPL_arrival_ns=1.39
export IMPL_area_growth_syn_to_layout_pct=17.09
export IMPL_ant_nets=0
export IMPL_synthCells=327
export IMPL_crit_path_end_kind="output port"
export IMPL_maxSlewHeadroom_pct=53.74
export IMPL_grt_max_degree=32
export IMPL_grt_pass1_wl_um=9922
export IMPL_cts_tree="done"
export IMPL_met2_wirelength_um=2516
export IMPL_p_total_mw=1.557
export IMPL_clk_latency_ns=0.34
export IMPL_ys_cells=327
export IMPL_setup_violations=0
export IMPL_hold_viol=0
export IMPL_startpoint_type="register"
export IMPL_stdcell_count=501
export IMPL_num_vias=2260
export IMPL_grt_pass1_vias=2126
export IMPL_finalSetupTns_ns=0
export IMPL_placed_cells=485
export IMPL_ctsHoldBuffers=0
export IMPL_edf_count=16
export IMPL_wl_met3_um=180
export IMPL_drive_gt1_share_pct=6.094
export IMPL_ctsHtreeMaxLevel=3
export IMPL_worstMarginPinSlew_ns=0.6924
export IMPL_fill_cells=1063
export IMPL_wire_per_inst_um=11.21
export IMPL_status="finished clean"
export IMPL_antenna_diode_count=0
export IMPL_syn_area_um2=3331
export IMPL_m1WireLength_um=2835
export IMPL_clock_skew_ns=0.005301
export IMPL_synth_distinct_cells=34
export IMPL_core_area_um2=10840
export IMPL_rows=38
export IMPL_cp_max_fo=3
-- cells in the mapped netlist (all sizes together), types with 2 or more instances --
library cell	n	area share [%]
dfxtp	70	42
nor2	41	4.6
xnor2	24	6.3
nand2	21	2.4
a21oi	20	3.0
nand3	19	3.0
edfxtp	16	14
inv	16	1.8
nor4	15	2.8
nand4	11	2.3
ha	10	3.8
nor3	10	1.5
nor2b	9	1.7
or3	5	0.94
xor2	5	1.3
buf	4	0.75
clkbuf	4	0.45
o21ai	4	0.60
and4	3	0.79
o21bai	3	0.68
or2	3	0.56
mux2i	2	0.60
mux4	2	1.4
nor3b	2	0.45
nor4bb	2	0.60
-- metrics by stage --
step / hold slack (ns) / utilization, % / cell area (µm²)
final: 0.3350 / 35.98 / 3900
after global routing: 0.3481 / 35.98 / 3900
after CTS: 0.3339 / 35.98 / 3900
after detailed placement: 0.3157 / 34.30 / 3719
after global placement: 0.3183 / 34.30 / 3719
after floorplan: 0.3096 / - / 3331
-- area by class of cell --
class                           instances  area, µm²  share of cell area (%)
Tap cell                              140      175.2                   4.491
Sequential cell                        86       1882                   48.25
Timing Repair Buffer                   26      252.7                   6.481
Multi-Input combinational cell        217       1349                   34.58
Clock buffer                           11      131.4                   3.369
Clock inverter                          5      50.05                   1.283
Inverter                               16      60.06                   1.540
-- cells by family (layout without fill, tap and decap cells) --
family / after synthesis / after routing / synth area share, %
XOR/XNOR: 29 / 29 / 7.626
AND-OR/OR-AND: 28 / 28 / 4.508
adder cells (fa/ha/maj): 10 / 10 / 3.757
AND/OR/NAND/NOR: 145 / 145 / 22.54
other: 1 / 1 / 0.1126
buffers and inverters: 24 / 58 / 3.005
multiplexers: 4 / 4 / 1.953
flip-flops: 86 / 86 / 56.50
-- critical path: stages (launching register included) --
cell	delay (ns)
dfxtp_1	0.32
or2_2	0.30
clkdlybuf4s50_1	0.42
-- power breakdown --
part           leakage, nW  switching [mW]  internal [mW]
Sequential           0.719          0.0136          0.904
Combinational        0.509          0.0321         0.0369
Clock               0.0884           0.286          0.284
-- cells in the final DEF, fill, tap and decap left out, drive strengths merged --
cell type      count
a22oi              1
mux4               2
o21bai             3
dfxtp             70
ha                10
mux2i              2
conb               1
xor2               5
nand4             11
edfxtp            16
clkdlybuf4s50     23
nand3b             1
bufinv             1
nand3             19
and4b              1
and2               1
xnor2             24
clkinv             3
inv               16
or3                5
nor2              41
nor3              10
nand2             21
nor2b              9
clkinvlp           1
and4               3
nor4bb             2
a21oi             20
nor3b              2
clkbuf            11
nor4              15
buf                3
or4                1
or2                3
o21ai              4
-- state kept, by name, indices dropped and copies added, names as in the netlist, 4 cells and up --
name                          cells
uart_rx_i.rx_data                 8
uart_rx_i.clk_div_cnt            16
uart_rx_i.DOUT                    8
os_clk_divider_i.clk_div_cnt      5
uart_rx_i.fsm_pstate              4
uart_tx_i.clk_div_cnt            16
uart_tx_i.tx_pstate               5
uart_tx_i.tx_data                 8
-- layer usage --
layer	vias up	track usage, %
li1	1194	-
met1	1040	16.60
met2	19	16.77
met3	7	2.716
met4	0	1.272
met5	-	0
-- final timing paths --
path,from,to,slack [ns],cells past startpoint
hold / removal,uart_rxd_meta_n$_DFF_P_,uart_rxd_synced_n$_DFF_P_,0.33,0
hold reg to reg,uart_rxd_meta_n$_DFF_P_,uart_rxd_synced_n$_DFF_P_,0.33,0
setup / recovery,uart_tx_i.tx_pstate[3]$_DFF_P_,DIN_RDY,1.81,2
setup reg to reg,uart_rx_i.clk_div_cnt[7]$_SDFF_PP0_,uart_rx_i.rx_data[2]$_DFFE_PP_,1.87,3
Power is estimated from default activity; no workload was simulated.
